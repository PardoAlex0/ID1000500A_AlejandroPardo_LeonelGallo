### /design/flow/design.v
module conv_processor (
	input wire clk,
	input wire rstn,
   input wire [7:0] dataX_i,
	input wire [4:0] sizeX_i,
	input wire [7:0] dataY_i,
	input wire [4:0] sizeY_i,
	input wire       start_i,
	output wire [4:0] memXaddr_o,
	output wire [4:0] memYaddr_o,
	output wire [5:0] memZaddr_o,
	output wire [15:0] dataZ_o,
	output wire        writeZ_o,
	output wire        busy_o,
	output reg         done_o
);
localparam DATA_WIDTH=8,
           ADDR_WIDTH=5;
reg comp1_wire;
reg comp2_wire;
reg comp3_wire;
wire addrZ_clr_wire;
wire addrZ_load_wire;
wire done_wire;
wire addrY_clr_wire;
wire addrY_load_wire;
wire addrX_load_wire;
wire aux_clr_wire;
wire aux_load_wire;
wire sel_addrY_wire;
wire [1:0] sel_addrX_wire;
wire readX_wire;
wire readY_wire;
wire [ADDR_WIDTH:0] addrX;
wire [ADDR_WIDTH:0] addrX_next;
wire [ADDR_WIDTH:0] addrY;
wire [ADDR_WIDTH:0] addrY_next;
wire [(2*DATA_WIDTH)-1:0] aux;
wire [(2*DATA_WIDTH)-1:0] mult_temp_wire;
conv_processor_FSM fsm(
	.clk(clk),
	.rstn(rstn),
	.comp1_in(comp1_wire),
	.comp2_in(comp2_wire),
	.comp3_in(comp3_wire),
	.init_in(start_i),
	.addrZ_clr_out(addrZ_clr_wire),
	.addrZ_load_out(addrZ_load_wire),
	.done_out(done_wire),
	.addrY_clr_out(addrY_clr_wire),
	.addrY_load_out(addrY_load_wire),
	.addrX_load_out(addrX_load_wire),
	.aux_clr_out(aux_clr_wire),
	.aux_load_out(aux_load_wire),
	.sel_addrY_out(sel_addrY_wire),
	.sel_addrX_out(sel_addrX_wire),
	.readX_out(),
	.readY_out(),
	.writeZ_out(writeZ_o),
   .busy_out(busy_o)
);
always@(posedge clk) begin			
      if(done_wire)
            done_o<=1'b1;
      else
            done_o<=1'b0;			
end
conv_processor_register #(
	.DATA_WIDTH(ADDR_WIDTH+1)
) addrX_reg (
				.clk(clk),
            .rstn(rstn),
				.clear(1'b0),
				.load(addrX_load_wire),
				.data_in(addrX_next),
				.data_out(addrX)	
);
conv_processor_register #(
	.DATA_WIDTH(ADDR_WIDTH+1)
) addry_reg (
				.clk(clk),
            .rstn(rstn),
				.clear(addrY_clr_wire),
				.load(addrY_load_wire),
				.data_in(addrY_next),
				.data_out(addrY)	
);
conv_processor_register #(
	.DATA_WIDTH(ADDR_WIDTH+1)
) addrz_reg (
				.clk(clk),
            .rstn(rstn),
				.clear(addrZ_clr_wire),
				.load(addrZ_load_wire),
				.data_in(memZaddr_o+1'b1),
				.data_out(memZaddr_o)	
);
conv_processor_register #(
	.DATA_WIDTH(2*DATA_WIDTH)
) aux_reg (
				.clk(clk),
            .rstn(rstn),
				.clear(aux_clr_wire),
				.load(aux_load_wire),
				.data_in(mult_temp_wire+aux),
				.data_out(aux)
);
assign mult_temp_wire=dataX_i*dataY_i;
conv_processor_mux2to1 #(
		.DATA_WIDTH(ADDR_WIDTH+1)
) mux1 (
		.in1(addrY + 1'b1),
		.in2(memZaddr_o-sizeX_i+1'b1),
		.sel(sel_addrY_wire),
		.out(addrY_next)	   
);
conv_processor_mux3to1 #(
		.DATA_WIDTH(ADDR_WIDTH+1)
) mux2 (
		.in1(addrX-1'b1),
		.in2(memZaddr_o),
		.in3({1'b0,sizeX_i}-1'b1),
		.sel(sel_addrX_wire),
		.out(addrX_next)  
);
always @(*) begin
	if(memZaddr_o < sizeX_i+sizeY_i-1'b1)
		comp1_wire=1'b1;
	else
		comp1_wire=1'b0;
	if(memZaddr_o < sizeX_i)
		comp2_wire=1'b1;
	else
		comp2_wire=1'b0;
	if(addrY < sizeY_i && addrX[ADDR_WIDTH] == 1'b0)
		comp3_wire=1'b1;                
	else
		comp3_wire=1'b0;	
end
assign memXaddr_o = addrX[ADDR_WIDTH-1:0];  
assign memYaddr_o = addrY[ADDR_WIDTH-1:0];                                                                                                         
assign  dataZ_o   = aux;                                                               
endmodule                                            
module conv_processor_FSM (
	input wire clk,
	input wire rstn,
	input wire comp1_in,
	input wire comp2_in,
	input wire comp3_in,
	input wire init_in,
	output reg addrZ_clr_out,
	output reg addrZ_load_out,
	output reg done_out,
	output reg addrY_clr_out,
	output reg addrY_load_out,
	output reg addrX_load_out,
	output reg aux_clr_out,
	output reg aux_load_out,
	output reg sel_addrY_out,
	output reg [1:0] sel_addrX_out,
	output reg readX_out,
	output reg readY_out,
	output reg writeZ_out,
   output reg busy_out	
);
localparam [3:0]  s1=	4'b0000, 
						s2=	4'b0001, 
						s3=	4'b0010, 
						s4=	4'b0011, 
						s5=	4'b0100, 
						s6=	4'b0101, 
						s7=	4'b0110, 
						s8=	4'b0111, 
						s9=	4'b1000, 
						s10=	4'b1001, 
						s11=	4'b1010,
						s12=	4'b1011,
						s13=  4'b1100,
                  s14=  4'b1101;
reg [3:0] pres;   
reg [3:0] next;   
always@(posedge clk, negedge rstn) begin
		if(~rstn) begin
					pres<=s1;  
		end
		else begin
			      pres<= next;  
		end
end
always@(*) begin
		case (pres)  
				s1: begin 
					if(init_in)
						next=s2;
					else
						next=s1;
				end	
				s2: begin 
					if(comp1_in)
						next=s3;
					else
						next=s4;
				end
				s3: begin 
					if(comp2_in)
						next=s5;
					else
						next=s6;
				end
				s4: begin
                 next=s14;
            end
				s5: begin	
					next=s7;	
				end
				s6: begin
					next=s7;
				end
				s7: begin
					if(comp3_in)
						next=s11;
					else
						next=s8;	
				end
				s8: begin
					next=s9;	
				end
				s9: begin
					next=s10;	
				end
				s10: begin
					if(comp1_in)
						next=s3;
					else
						next=s4;		
				end
				s11: begin	
					next=s12;
				end
				s12: begin	
					next=s13;
				end
				s13: begin	
					if(comp3_in)
						next=s11;
					else
						next=s8;	
				end
            s14: begin
					if(~init_in)
						next=s1;
					else
						next=s14;	
				end
		endcase
end
always @ (*) begin
addrZ_clr_out  = 1'b0;
addrZ_load_out = 1'b0;
done_out       = 1'b0;
addrY_clr_out  = 1'b0;
addrY_load_out = 1'b0;
addrX_load_out = 1'b0;
aux_clr_out    = 1'b0;
aux_load_out   = 1'b0;
sel_addrY_out  = 1'b0;
sel_addrX_out  = 2'b01;
readX_out      = 1'b0;
readY_out      = 1'b0;
writeZ_out     = 1'b0;
busy_out       = 1'b0;
	   case (pres)
				s1: begin 				
						addrZ_clr_out = 1'b1;
						sel_addrX_out = 2'b01;
				end	
				s2: begin 					
				end
				s3: begin 
						aux_clr_out = 1'b1;
                  busy_out  = 1'b1;
				end		
				s4: begin
						done_out  = 1'b1;
				end		
				s5: begin					
						addrY_clr_out  = 1'b1;
						addrX_load_out = 1'b1;						
						sel_addrX_out  = 2'b01;
                  busy_out  = 1'b1; 
				end
				s6: begin
						addrY_load_out = 1'b1;
						addrX_load_out = 1'b1;						
						sel_addrX_out  = 2'b10;	
                  busy_out  = 1'b1;
				end
				s7: begin
                 busy_out  = 1'b1;
				end
				s8: begin
						writeZ_out = 1'b1;
                  busy_out  = 1'b1;
				end
				s9: begin					
						addrZ_load_out = 1'b1;
                  busy_out  = 1'b1;
				end
				s10: begin
                 busy_out  = 1'b1;
				end
				s11: begin	
						readX_out = 1'b1;
						readY_out = 1'b1;	
                  busy_out  = 1'b1;
				end
				s12: begin	
						addrY_load_out = 1'b1;
						addrX_load_out = 1'b1;						
						sel_addrY_out  = 1'b1;
                  sel_addrX_out=2'b00;
                  busy_out  = 1'b1;
				end
				s13: begin				
						aux_load_out = 1'b1;	
                  busy_out  = 1'b1;
				end
            s14: begin
				end	
		endcase
end
endmodule
module conv_processor_mux2to1 #(
		parameter DATA_WIDTH= 8
)(
		input wire [DATA_WIDTH-1:0] in1,
		input wire [DATA_WIDTH-1:0] in2,
		input wire  sel,
		output wire [DATA_WIDTH-1:0] out
);
assign out=sel?in1:in2;
endmodule
module conv_processor_mux3to1 #(
		parameter DATA_WIDTH= 8
)(
		input wire [DATA_WIDTH-1:0] in1,
		input wire [DATA_WIDTH-1:0] in2,
		input wire [DATA_WIDTH-1:0] in3,
		input wire  [1:0] sel,
		output reg [DATA_WIDTH-1:0] out
);
always @(*) begin
	case (sel)
		2'b00: out=in1;
		2'b01: out=in2;
		2'b10: out=in3;
		default: out=in1;
	endcase
end
endmodule
module conv_processor_register #(
		parameter DATA_WIDTH= 8
)(
		input wire clk,
		input wire rstn,
		input wire clear,
		input wire load,
		input wire [DATA_WIDTH-1:0] data_in,
		output reg [DATA_WIDTH-1:0] data_out	
);
always@(posedge clk, negedge rstn) begin
		if(!rstn)
				  data_out<={DATA_WIDTH{1'b0}};
		else if(clear)
					data_out<={DATA_WIDTH{1'b0}};
		else if(load)
					data_out<=data_in;	
end
endmodule
### /design/flow/run.sh
#!/bin/bash
# OpenROAD 26Q1-2900-gdf79404cd8, Yosys 0.63+post, stock flow scripts
make -C /OpenROAD-flow-scripts/flow DESIGN_CONFIG=/design/flow/config.mk WORK_HOME=/design/flow/orfs finish
### /design/flow/config.mk
export PLATFORM = sky130hd
export DESIGN_NAME = conv_processor
export DESIGN_NICKNAME = conv_processor
export VERILOG_FILES = /design/flow/design.v
export SDC_FILE = /design/flow/constraint.sdc
export NUM_CORES = 4
export LEC_CHECK = 1
export CORE_UTILIZATION = 30
### /design/flow/constraint.sdc
current_design conv_processor

set clk_period 7.7
set clk_io_pct 0.2

create_clock -name clk0 -period $clk_period [get_ports {clk}]

set non_clock_inputs [all_inputs -no_clocks]
set_input_delay [expr $clk_period * $clk_io_pct] -clock clk0 $non_clock_inputs
set_output_delay [expr $clk_period * $clk_io_pct] -clock clk0 [all_outputs]
==> results.yml <==
# generated from flow reports
grt:
  grtUsageTotal: 0.146
  grt_pass1_vias: 4239
  grt_max_degree: 39
  gr-total-overflow: 0
  antenna_found_initial: 0
  grt_first_pass_wirelength_um: 21000
yosys:
  edf_count: 0
  ys.flop_type: "dfrtp_1"
  ys_area_sq_mm: 0.00548
  top_cells_by_count: "inv_1 (133), nand2_1 (70), ha_1 (68)"
  top_area_frac: 0.194
  synth.avg_cell_area_sq_um: 8.52
  syn_area_sq_mm: 0.00548
  ys_warn_count: 5
  synth.most_common_cell: "inv_1"
  topCellsByArea: "fa_1 (19%), dfrtp_1 (17%), ha_1 (16%), inv_1 (9.1%), nand2_1 (4.8%)"
  syn_inst: 643
  ys.flops: 43
  ys_types: 60
  ys_cells: 643
  synthArstFlopShare: 0.884
  largest_area_cell: "fa_1"
setup_path:
  max_stage_delay_ns: 0.66
  endpoint_kind: "register"
  crit_top_cell: "fa_1"
  cp-start-kind: "input port"
  slowest_stage: "clkdlybuf4s50_1"
  crit_type: "input port to register"
  crit_buf_inv: 4
  critPathRequiredTime_ns: 7.87
  crit_family: "adder cells"
  crit_fanout: 8
  crit_chain: "clkdlybuf4s50_1 -> nand2_1 -> fa_1 -> inv_1 -> fa_1 -> inv_1 -> fa_1 -> fa_1 -> inv_1 -> ha_1 -> and4_1 -> a21oi_1 -> o21ai_1 -> or3_1 -> a32o_1"
  arrival_ns: 6.04
timing:
  slew_headroom: 0.459
  untimed_endpoints: 8
  hold_viol: 0
  setup_viol: 0
  holdWs_ns: 0.536
  unclocked_pins: 4
  finalClockPeriodUsage: 0.763
  fin_worst_skew_ns: 0.00780
  maxSlewViolCount: 0
  tightest_slew_ns: 0.808
  setup_tns_ns: 0
  rsz0062_at_grt: "no"
  period_needed_ns: 5.87
  clock.fmax_mhz: 170
power_and_ir_drop:
  power.clock.fraction: 0.146
  internal-power_uw: 750
  powerDensity_mw_per_mm2: 217
  power_leakage_uw: 0.00314
  p_comb_frac: 0.673
  ir_worst_vdd_mv: 0.109
  switchingPower_uw: 632
  swShare: 0.457
  seqPwrFrac: 0.181
routing:
  diodes: 0
  drt_iter0_drc: 143
  drc: 0
  drt_pass1_iterations: 5
  antenna_left: 0
  vias: 4252
  viasPerCell: 4.63
  drt_wl_total_um: 12300
  wire_per_inst_um: 13.4
worst_hold_path:
  hp-class: "register to register"
layout:
  fin_util: 0.354
  area_growth_pct: 16.2
  fillers: 1850
  drive_gt1_frac: 0.0305
die:
  die_height_um: 137
  core_area_sq_mm: 0.0180
  initCoreUtil: 0.305
  dieArea_sq_mm: 0.0188
  die_width_um: 137
  fp-row-count: 49
  io_pins: 64
flow_run:
  max-cap-violations: 0
  warnings: 28
clock_tree:
  htree_levels: 2
  cts_tree: "yes"
  clk_path_buf_depth: 2
  root_buffer: "clkbuf_16"
  ctsHoldBuffers: 0
  ctsResizeCount: 0
  clk_pin_slew_worst_paths_ns: 0.06
  cts_setup_buffers: 0
  cts_buffers: 5
  insertion_delay_ns: 0.28
placement:
  dp_hpwl_um: 10000
  gp_congestion: 0.881
  io_buffers: 63
status:
  status: "finished clean"
worst reg2reg max path, stage by stage, from the launching register on:
cell      delay [ns]
dfrtp_1         0.40
inv_1           0.08
fa_1            0.53
inv_1           0.05
fa_1            0.46
fa_1            0.51
inv_1           0.06
fa_1            0.54
inv_1           0.04
ha_1            0.36
a21oi_2         0.19
o211ai_2        0.13
and4_4          0.20
or3_1           0.30
a32o_1          0.26
path summary, 6_finish.rpt:
| check | from | end | slack (ns) | cells after the start |
|---|---|---|---|---|
| max in group asynchronous | rstn | aux_reg.data_out[8]$_DFFE_PN0P_ | 6.01 | 2 |
| min | aux_reg.data_out[13]$_DFFE_PN0P_ | aux_reg.data_out[13]$_DFFE_PN0P_ | 0.54 | 2 |
| max reg2reg | aux_reg.data_out[7]$_DFFE_PN0P_ | aux_reg.data_out[15]$_DFFE_PN0P_ | 3.49 | 14 |
| max | dataX_i[4] | aux_reg.data_out[15]$_DFFE_PN0P_ | 1.83 | 15 |
| min reg2reg | aux_reg.data_out[13]$_DFFE_PN0P_ | aux_reg.data_out[13]$_DFFE_PN0P_ | 0.54 | 2 |
| min in group asynchronous | rstn | addry_reg.data_out[1]$_DFFE_PN0P_ | 1.32 | 2 |
placed cells by master (no fill, tap or decap), drive strengths merged, types with 2 or more instances in the layout:
cell type	netlist	layout
nand2	70	70
a21o	7	7
nor2	34	34
clkbuf	4	7
nor3b	2	2
nand2b	5	5
o21ai	35	35
and4	3	3
nor2b	3	3
and3	5	5
a221oi	2	2
a211oi	8	8
o221ai	2	2
o22ai	5	5
a31oi	4	4
a22o	2	2
dlxtn	4	4
and2	32	32
a21oi	35	35
nor3	7	7
xor2	12	12
buf	22	2
dfrtp	38	38
fa	53	53
nand4	2	2
clkdlybuf4s50	0	62
nand4b	2	2
a221o	3	3
xnor2	14	14
o211ai	3	3
ha	68	68
nand3	8	8
inv	133	133
through the flow:
step	setup WS (ns)	std cells	cell area [sq um]	power, uW
floorplan	2.23	643	5480	949
global placement	1.58	910	6230	1190
detailed placement	1.55	910	6230	1180
CTS	1.84	918	6370	1400
global route	1.57	918	6370	1570
finish	1.83	918	6370	1380
metal layers:
| layer | GRT usage | wire length (um) |
|---|---|---|
| met2 | 0.219 | 5210 |
| met1 | 0.230 | 6250 |
| met4 | 0.0140 | 131 |
| met5 | 0 | 0 |
| met3 | 0.0282 | 690 |
sequential cells by signal, indices dropped and copies added (netlist names):
name	cells
fsm.next	4
addrX_reg.data_out	6
fsm.pres	4
done_o	1
addrz_reg.data_out	6
addry_reg.data_out	6
aux_reg.data_out	16
logic make-up after synthesis:
family                   Yosys count  share of synthesized area
flip-flops                        39                      0.177
latches                            4                     0.0110
AND/OR/NAND/NOR                  178                      0.165
buffers and inverters            159                      0.122
XOR/XNOR                          26                     0.0415
multiplexers                       1                    0.00183
AND-OR/OR-AND                    115                      0.133
adder cells (fa/ha/maj)          121                      0.349
power groups by stage:
| stage | logic [uW] | clock network [uW] | registers [uW] |
|---|---|---|---|
| final | 930 | 202 | 250 |
| after global routing | 1100 | 216 | 256 |
| after CTS | 942 | 210 | 252 |
final cells by class:
| class | instances | area [sq um] | area share |
|---|---|---|---|
| clock buffers | 7 | 133 | 0.0208 |
| well taps | 229 | 287 | 0.0450 |
| flip-flops and latches | 43 | 1030 | 0.162 |
| repair buffers | 64 | 633 | 0.0994 |
| multi-input cells | 441 | 3780 | 0.594 |
| inverters | 133 | 499 | 0.0784 |
| clock inverters | 1 | 5.00 | 0.000786 |
Power figures rest on the tool's default switching activity, not on a simulated workload.
